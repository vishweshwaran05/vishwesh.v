**flow/design.v**
```verilog
`timescale 1ns/1ps
module fir_filter #(parameter N = 4)(
    input clk,
    input reset,
    input signed [7:0] x_in,
    output reg signed [15:0] y_out
);
    reg signed [7:0] h [0:N-1];
    reg signed [7:0] x_reg [0:N-1];
    reg signed [15:0] acc;
    integer i;
    initial begin
        h[0] = 8'd1;
        h[1] = 8'd2;
        h[2] = 8'd3;
        h[3] = 8'd4;
    end
    always @(posedge clk or posedge reset) begin
        if (reset) begin
            y_out <= 0;
            for (i = 0; i < N; i = i + 1)
                x_reg[i] <= 0;
        end else begin
            for (i = N-1; i > 0; i = i - 1)
                x_reg[i] <= x_reg[i-1];
            x_reg[0] <= x_in;
            acc = 0;
            for (i = 0; i < N; i = i + 1)
                acc = acc + x_reg[i] * h[i];
            y_out <= acc;
        end
    end
endmodule
```
**flow/constraint.sdc**
```tcl
current_design fir_filter

set clk_period 4.4
set clk_io_pct 0.2

create_clock -name clk0 -period $clk_period [get_ports {clk}]

set non_clock_inputs [all_inputs -no_clocks]
set_input_delay [expr $clk_period * $clk_io_pct] -clock clk0 $non_clock_inputs
set_output_delay [expr $clk_period * $clk_io_pct] -clock clk0 [all_outputs]
```
**flow/config.mk**
```make
export PLATFORM = sky130hd
export DESIGN_NAME = fir_filter
export DESIGN_NICKNAME = fir_filter
export VERILOG_FILES = /design/flow/design.v
export SDC_FILE = /design/flow/constraint.sdc
export NUM_CORES = 4
export LEC_CHECK = 1
export CORE_UTILIZATION = 40
```
**flow/run.sh**
```bash
#!/bin/bash
# OpenROAD 26Q1-2900-gdf79404cd8, Yosys 0.63+post, stock flow scripts
make -C /OpenROAD-flow-scripts/flow DESIGN_CONFIG=/design/flow/config.mk WORK_HOME=/design/flow/orfs finish
```
==> results.txt <==
Synthesis and PnR results.

- The worst clock skew is 0.00826 ns.
- The average wire per cell in the routed design reads 11.6 µm.
- The class of the worst hold path is reg2reg.
- The total power per unit cell area is 630 nW/µm².
- The pre-antenna-repair detailed-routing pass consisted of 6 iterations.
- The stage-log warning count reads 29.
- Per the final layout report, the fraction of cells sized above drive strength 1 comes to 0.115.
- The number of H-tree levels reads 2.
- Counting stages on the worst path, the most repeated cell is sky130_fd_sc_hd__ha_1.
- The most critical hold endpoint after final layout shows a slack of 0.381 ns.
- The arrival time of the worst setup path is 4.49 ns.
- The number of design-rule violations left by the first detailed-router iteration reads 25.
- Per the detailed placement report, the placed cell area equals 3550 µm².
- The non-filler instance count after layout reads 387.
- For this run, the slowest stage of the critical path takes 0.50 ns.
- Setup repair after global routing could not meet its margin everywhere.
- The completed layout was analyzed and its total power is 2.39 mW.
- The worst setup path is captured at a flop.
- In the synthesized netlist the dominant register cell turns out to be sky130_fd_sc_hd__dfrtp_1.
- After synthesis the netlist holds a flip-flop and latch count of 48.
- The leakage power summed over all cells reads 1.88 nW.
- Of the total power, combinational logic draws 0.627.
- The cell area after layout is 3780 µm².
- The later-pin clock latency in the skew report reads 0.30 ns.
- The number of I/O port buffers reads 25.
- After floorplanning, the core was sized to cover 7410 µm².
- Per the timing report, the achievable frequency comes out to 234 MHz.
- The design internal power reads 1.51 mW.
- The number of antenna-violating nets in the routed design reads 0.
- The horizontal die dimension is 90.6 µm.
- The worst-case clock buffer depth reads 2.
- The number of flip-flops under the largest register name is 32.
- The final hold violation count is 0.
- The layout-stage area growth over the synthesis result is 20.5%.
- The number of global-route vias before repair is 1,804.
- The reported max-cap violation count reads 0.
- Per the power-grid run, VDD falls by no more than 268 µV.
- The first-pass GRT wire length reads 7740 µm.
- The maximum number of pins on one net before global-route repair reads 49.
- The count of buffer and inverter cells on the critical path reads 2.
- The HPWL after detailed placement reads 3350 µm.
- The hold path depth reads 0.
- The sequential-to-total area share from yosys stat reads 0.383.
- TritonCTS built the clock tree.
- The area enclosed by the die boundary is 8210 µm².
- The sum of negative setup slack is 0 ns.
- For reference, the top cells by area after synthesis are sky130_fd_sc_hd__dfrtp_1 38%, sky130_fd_sc_hd__ha_1 26%, sky130_fd_sc_hd__fa_1 17%.
- The switching share of total power is 0.368.
- The initial antenna violation count is 0.
- The number of clock buffers inserted by TritonCTS reads 5.
- The weighted congestion reported at the end of routability-driven placement is 0.811.
- The pin slew with the least headroom to its limit reads 0.587 ns.
- Counting every sink on the clock net gives 48.
- The vertical die dimension reads 90.6 µm.
- The startpoint type of the worst setup path reads a flop.
- The endpoint required time on the critical path is 4.63 ns.
- The number of instances in the placed design reads 377.
- In the final report, the number of pins over their slew limit comes to 0.
- The post-synthesis instance area reads 3140 µm².
- The critical path class is reg2reg.
- The number of distinct library cells after synthesis is 35.
- Per the synth stats, the proportion of register bits with asynchronous set or reset is 1.00.
- For this run, the total global-route usage over all layers was measured as 0.120.
- The kind of cell adding the most delay to the critical path is adder cells.
- Counting cells, the worst reg-to-reg path comes to 15.
- Buffers inserted to repair hold after CTS numbered 0.
- The logic depth of the worst path, buffers included is 15.
- The tally of yosys warning messages is 2.
- The total grt overflow is 0.
- The number of diodes added for antenna fixing reads 0.
- sky130_fd_sc_hd__ha_1 is the most common cell in the netlist.
- The number of remaining DRC errors reads 0.
- The detailed-route via count reads 1,846.
- The root buffer cell is sky130_fd_sc_hd__clkbuf_8.
- The commonest cells after synthesis are 66 x sky130_fd_sc_hd__ha_1, 50 x sky130_fd_sc_hd__inv_1, 48 x sky130_fd_sc_hd__dfrtp_1.
- The floorplan row count is 31.
- The largest fanout on the critical path is 3.
- The smallest clock period supported by the final layout is computed as 4.27 ns.
- The post-route clock period utilization reads 0.970.
- The setup-violating endpoint count in the final report reads 0.
- The total wire length reads 4490 µm.
- The core utilization at floorplan reads 0.424.
- The signal on the critical path passes through ha_1, ha_1, fa_1, inv_1, fa_1, inv_1, ha_1, ha_1, ha_2, fa_2, a21oi_4, o2111ai_2, a21bo_2, a31oi_1, xnor2_1.
- The count of flip-flops with a built-in enable after synthesis reads 0.
- Of the post-synthesis cell area, the dominant cell type holds 0.383.
- The script extracted a net switching power of 0.877 mW.
- The slowest library cell on the worst path is sky130_fd_sc_hd__fa_1.
- The count of instantiated cells in the yosys netlist reads 249.
- The worst-case headroom to the max-slew limit reads 0.609.
- The relative contribution of sequential cells to total power is 0.237.
- The vias per cell reads 4.77.
- The share of total power in the clock network reads 0.136.
- The number of instances in the synthesized netlist is 249.
- The post-synthesis average cell area is 12.6 µm².
- The number of top-level design ports reads 26.
- On the worst setup and hold paths after CTS, the clock-pin slew comes to 0.09 ns.
- The cell taking the most area after synthesis reads sky130_fd_sc_hd__dfrtp_1.
- The run finished with clean final reports.
- In the synthesis report, Yosys lists the chip area as 3140 µm².
[area by class of cell]
cell class                      instances  area [µm²]
Fill cell                             640        3620
Multi-Input combinational cell        149        1850
Sequential cell                        48        1200
Timing Repair Buffer                   33         310
Inverter                               50         188
Tap cell                               99         124
Clock buffer                            5        68.8
Clock inverter                          3        46.3
[per-stage QoR]
| step | utilization | setup slack (ns) |
|---|---|---|
| 6_report | 0.511 | 0.134 |
| 5_1_grt | 0.511 | -0.0141 |
| 4_1_cts | 0.499 | 0.0136 |
| 3_5_place_dp | 0.479 | -0.0234 |
| 3_3_place_gp | 0.479 | 0.00441 |
| 2_1_floorplan | - | 0.0585 |
[cells in the final DEF, fill, tap and decap left out, drive strengths merged, types with 2 or more instances in the layout]
| master | synthesis | layout |
|---|---|---|
| xor2 | 3 | 3 |
| and2 | 2 | 2 |
| o2111ai | 2 | 2 |
| nand2 | 4 | 4 |
| a21oi | 10 | 10 |
| dfrtp | 48 | 48 |
| nor2 | 3 | 3 |
| nand4 | 2 | 2 |
| clkdlybuf4s50 | 0 | 25 |
| inv | 50 | 51 |
| mux2i | 2 | 2 |
| clkbuf | 0 | 5 |
| fa | 26 | 26 |
| a31oi | 2 | 2 |
| a21o | 2 | 2 |
| and4 | 2 | 2 |
| ha | 66 | 66 |
| xnor2 | 5 | 5 |
| buf | 2 | 8 |
| nand3 | 4 | 4 |
[power by group through the flow]
stage | Clock [mW] | Sequential, mW | Combinational, mW
finish | 0.324 | 0.565 | 1.50
CTS | 0.339 | 0.567 | 1.41
global route | 0.359 | 0.574 | 1.69
[repair_timing]
item | CTS | global route
resized | 4 | 11
pin swaps | 0 | 8
buffers inserted | 0 | 2
endpoints found under the setup margin | 3 | 5
[worst register-to-register path: stages, from the launching register on]
cell and delay [ns]:
sky130_fd_sc_hd__dfrtp_1 0.40, sky130_fd_sc_hd__ha_1 0.31, sky130_fd_sc_hd__ha_1 0.31, sky130_fd_sc_hd__fa_1 0.49, sky130_fd_sc_hd__inv_1 0.05, sky130_fd_sc_hd__fa_1 0.50
sky130_fd_sc_hd__inv_1 0.04, sky130_fd_sc_hd__ha_1 0.28, sky130_fd_sc_hd__ha_1 0.30, sky130_fd_sc_hd__ha_2 0.21, sky130_fd_sc_hd__fa_2 0.42, sky130_fd_sc_hd__a21oi_4 0.16
sky130_fd_sc_hd__o2111ai_2 0.17, sky130_fd_sc_hd__a21bo_2 0.27, sky130_fd_sc_hd__a31oi_1 0.16, sky130_fd_sc_hd__xnor2_1 0.13
[logic make-up after synthesis]
family / Yosys count / synth area share
fa+ha+maj: 92 / 0.429
mux: 3 / 0.00996
simple gates: 23 / 0.0419
flops: 48 / 0.383
xor+xnor: 8 / 0.0223
buf+inv: 52 / 0.0626
compound gates: 23 / 0.0518
[path summary, 6_finish.rpt]
kind / from / to / slack (ns)
max: x_reg[2][3] / y_out[13] / 0.13
min: x_reg[0][3] / x_reg[1][3] / 0.38
max reg2reg: x_reg[2][3] / y_out[13] / 0.13
min reg2reg: x_reg[0][3] / x_reg[1][3] / 0.38
max in group asynchronous: reset / x_reg[2][4] / 2.95
min in group asynchronous: reset / y_out[6] / 1.04
[routing by layer]
metal	global-route usage	vias to the layer above	part of all wire
met3	0.0256	5	0.033
met2	0.188	25	0.51
met4	0.0148	0	0.014
li1	-	899	-
met1	0.185	917	0.45
met5	0	-	0
Power and IR drop assume default switching activity.
