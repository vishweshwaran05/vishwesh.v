<file path="/design/flow/config.mk">
export PLATFORM = sky130hd
export DESIGN_NAME = ram
export DESIGN_NICKNAME = ram
export VERILOG_FILES = /design/flow/design.v
export SDC_FILE = /design/flow/constraint.sdc
export NUM_CORES = 4
export LEC_CHECK = 1
export CORE_UTILIZATION = 40
</file>
<file path="/design/flow/constraint.sdc">
current_design ram

set clk_period 3.6
set clk_io_pct 0.2

create_clock -name clk0 -period $clk_period [get_ports {clk}]

set non_clock_inputs [all_inputs -no_clocks]
set_input_delay [expr $clk_period * $clk_io_pct] -clock clk0 $non_clock_inputs
set_output_delay [expr $clk_period * $clk_io_pct] -clock clk0 [all_outputs]
</file>
<file path="/design/flow/design.v">
module ram #(parameter ADDR_WIDTH = 4, DATA_WIDTH = 8)(
    input clk,
    input we,                    
    input [ADDR_WIDTH-1:0] addr,
    input [DATA_WIDTH-1:0] din,  
    output reg [DATA_WIDTH-1:0] dout  
);
    reg [DATA_WIDTH-1:0] mem [0:(1<<ADDR_WIDTH)-1];
    always @(posedge clk) begin
        if (we)
            mem[addr] <= din;      
        else
            dout <= mem[addr];     
    end
endmodule
</file>
<file path="/design/flow/run.sh">
#!/bin/bash
# OpenROAD 26Q1-2900-gdf79404cd8, Yosys 0.63+post, stock flow scripts
make -C /OpenROAD-flow-scripts/flow DESIGN_CONFIG=/design/flow/config.mk WORK_HOME=/design/flow/orfs finish
</file>
==> notes.md <==
Flow results.

- The flow ran to the end, and the final reports show no timing, DRC or antenna violations.
- The area share of the largest cell type after synthesis is 79.32%.
- The number of max-cap violations is 0.
- The via count of the first global-routing pass came to 2600.
- The number of fillers in the final layout is 1005.
- In the Yosys report the total cell count is 231.
- In the global route stage, overall resource usage came out at 16.52%.
- The ratio of total power to cell area is 563.1 nW/um^2.
- The maximum number of pins on one net before global-route repair is 26.
- The final max-slew violation count recorded for this run is 0.
- Post-synth the commonest register cell is sky130_fd_sc_hd__edfxtp_1.
- The largest buffer count on any clock path is 2.
- The number of flops mapped to enable cells by yosys is 136.
- The tally of nets with antenna violations remaining after routing is 0.
- The aggregate negative setup slack is 0 ps.
- Setup repair after global routing left no endpoint under its margin.
- The count of pins on the block boundary is 22.
- The share of the cycle needed by the critical path after routing is 68.46%.
- Per the detail_route report, routed wire per instance is 20.06 um.
- Across all hold checks on the routed design, the worst slack comes to 742.4 ps.
- The horizontal die dimension reported for this design is 115.5 um.
- The core area is 12570 um^2.
- The most common cell in the synthesized netlist is sky130_fd_sc_hd__edfxtp_1.
- The total routed wirelength is 9207 um.
- The chip area in the Yosys report is 5149 um^2.
- For this design, the slowest cell found on the critical path is sky130_fd_sc_hd__clkdlybuf4s50_1.
- The count of antenna diodes in the layout is 0.
- The number of warnings reported in the stage logs is 25.
- Per STA, the startpoint of the critical path is we.
- On the worst setup and hold paths after CTS, the clock-pin slew comes to 60 ps.
- After synthesis, the largest family of logic cells by area is multiplexers.
- Leaving out buffers and inverters, the combinational logic in the layout accounts for 1001 um^2.
- The endpoint of the worst register-to-register path is dout[2]$_DFFE_PN_.
- The first detailed-routing pass took 4 iterations.
- The fraction of the yosys area taken by sequential cells is 79.32%.
- The height of the die is 115.5 um.
- The wire length of the first global-routing pass is 14350 um.
- By startpoint and endpoint, the worst setup path is classified as in -> reg.
- The share of post-route cells with drive strength above 1 is 26.83%.
- Counting the warning lines in the Yosys log gives 1.
- For reference, the critical path cell chain is clkdlybuf4s50_1, inv_1, or3_1, nor3_1, buf_4.
- The clock sink count is 136.
- The synthesized netlist contains 18 unique library cells.
- The initial antenna violation count is 0.
- Hold repair after CTS inserted 0 buffers.
- The ratio of routed vias to standard cells is 5.187.
- Timing would allow up to 405.8 MHz.
- The clock network latency to the later pin of the worst-skew pair is 400 ps.
- The element type at the critical path start is an input port.
- The last timing report of the flow puts the setup violation total at 0.
- In this run, the number of DRC markers left after iteration 0 of detailed routing was 104.
- Per the synth stats, the proportion of register bits with asynchronous set or reset is 0%.
- The kind of end point of the critical path is a flop.
- sky130_fd_sc_hd__edfxtp_1 takes more of the synthesized area than any other cell.
- Of the total synthesized cell area, the portion taken by AND, OR, NAND and NOR gates is 3.111%.
- TritonCTS built the clock tree.
- The row count is 41.
- Input and output buffers added on the ports amount to 21.
- In the hold report, the worst path ends at dout[6]$_DFFE_PN_.
- The shortest period the worst path allows is 2464 ps.
- STA puts the critical path data arrival time at 2580 ps.
- In the routed design, unresolved DRC markers number 0.
- The TritonCTS buffer count is 17.
- Setup slack on the worst reg-to-reg path comes out at 2090 ps.
- The synthesis report lists the most area-consuming cells as sky130_fd_sc_hd__edfxtp_1 (79%), sky130_fd_sc_hd__mux4_2 (14%), sky130_fd_sc_hd__a22oi_1 (2.3%), sky130_fd_sc_hd__nor2_1 (0.95%), sky130_fd_sc_hd__nand2_1 (0.66%).
- In the synthesized netlist, the cells that appear most often are sky130_fd_sc_hd__edfxtp_1 (136), sky130_fd_sc_hd__mux4_2 (32), sky130_fd_sc_hd__a22oi_1 (16), sky130_fd_sc_hd__nor2_1 (13), sky130_fd_sc_hd__nand2_1 (9).
- The sequential cells in the finished layout cover a total of 4084 um^2.
- The launch point of the worst register-to-register path is recorded as mem[2][2]$_DFFE_PP_.
- The total number of H-tree levels is 4.
- The mapped cell area is 5149 um^2.
- The chip occupies 13330 um^2.
- The worst hold path begins at mem[14][6]$_DFFE_PP_.
- Clock tree synthesis selected as its root buffer the cell sky130_fd_sc_hd__clkbuf_16.
- The number of gates resized after CTS was 0.
- The area added between synthesis and finish is 19.39%.
- On the worst path, the slowest cell contributes a delay of 520 ps.
- The worst hold path class is reg -> reg.
- The clock skew after layout is 9.916 ps.
- The pin closest to its max-slew limit shows a slew of 748.7 ps.
- The number of cell instances on the worst register-to-register path is 3.
- The synthesis-stage register bit count is 136.
- The final count of hold timing violations is 0.
- Yosys reports the multiplexer fraction of the synthesized area as 14.00%.
- The share of the core filled by cells before placement is 40.97%.
- The synthesized instance count is 231.
- The data required time reported for the critical path is 3710 ps.
- The synthesized netlist devotes 2.333% of its cell area to compound gates.
- The worst-path maximum fanout is 9.
- The worst slew slack as a fraction of its limit is 49.99%.
- The via count of the routed design is 2381.
- The leakage component of the power was reported as 1.972 nW.
- A synthesized cell averages 22.29 um^2.
- The report gives the cell count of the worst hold path as 3.
- The worst vdd rail ir drop is 0.3300 mV.
- The adder-cell area share of the yosys netlist is 0%.
- For this run the detailed placement stage logged an HPWL of 5955 um.
- The buffers inserted during post-CTS setup optimization is 0.
- The final weighted congestion of routability-driven global placement is 0.7695.
- Summed over all layers, the global routing overflow is 0.
- The xor-xnor portion of the synthesized cell area is 0%.
## flip-flops by register name, summed over array words and instances, names as in the netlist
name	count
mem	128
dout	8
## worst max-delay path by stage
stage	end	slack, ps	cells after the start
after CTS	mem[0][0]$_DFFE_PP_	1130	5
after global routing	mem[0][0]$_DFFE_PP_	940	5
final	mem[0][0]$_DFFE_PP_	1140	5
## routing by layer
metal,up-vias,part of all wire [%],GRT usage [%]
met2,93,50,24.99
met1,1217,39,24.13
met3,10,10,8.950
met4,0,1.1,1.732
met5,-,0,0
li1,1061,-,-
## layout make-up
| cell class | count | area share (%) |
|---|---|---|
| well taps | 172 | 3.501 |
| clock inverters | 11 | 1.404 |
| multi-input cells | 83 | 16.28 |
| inverters | 1 | 0.06106 |
| clock buffers | 18 | 6.981 |
| repair buffers | 38 | 5.333 |
| flip-flops and latches | 136 | 66.44 |
## cell families (layout without fill, tap and decap cells)
logic type      Yosys count  in the layout
flops                   136            136
simple gates             35             35
mux                      32             32
compound gates           16             16
buf+inv                  12             68
## metrics by stage
stage               utilization (%)  instances  cell area (um^2)  setup slack, ps  total power [W]
detailed placement            44.81        430              5632            667.9         0.001998
CTS                           48.91        459              6147             1135         0.003489
global route                  48.91        459              6147            937.3         0.003575
global placement              44.81        430              5632            808.5         0.001995
floorplan                         -        231              5149             1394         0.001914
finish                        48.91        459              6147             1136         0.003462
## worst max-delay path, delay by kind of cell
kind | cells | cell delay (ps)
buf+inv | 3 | 960
simple gates | 2 | 890
## cells in the final DEF, fill, tap and decap left out, drive strengths merged
| cell type | n |
|---|---|
| nand2 | 9 |
| mux4 | 32 |
| and2 | 1 |
| nand3b | 2 |
| clkinvlp | 2 |
| inv | 1 |
| clkbuf | 18 |
| buf | 19 |
| clkinv | 8 |
| nand2b | 2 |
| bufinv | 1 |
| a22oi | 16 |
| nand3 | 1 |
| nor2b | 2 |
| edfxtp | 136 |
| clkdlybuf4s50 | 19 |
| nor3 | 4 |
| or3 | 1 |
| nor2 | 13 |
## where the power goes
| group | internal [W] | switching [W] |
|---|---|---|
| Combinational | 0.0000791 | 0.0000883 |
| Clock | 0.000924 | 0.000576 |
| Sequential | 0.00179 | 0.00000830 |
Power and IR drop assume default switching activity.
