==> design/flow/design.v <==
module alu (
    input [2:0] opcode,
    input [7:0] operandA,
    input [7:0] operandB,
    output reg [7:0] result
);
always @(*) begin
    case (opcode)
        3'b000: result = operandA + operandB;        
        3'b001: result = operandA - operandB;        
        3'b010: result = operandA & operandB;        
        3'b011: result = operandA | operandB;        
        3'b100: result = operandA ^ operandB;        
        3'b101: result = ~operandA;                  
        3'b110: result = operandA << 1;              
        3'b111: result = operandA >> 1;              
        default: result = 8'd0;
    endcase
end
endmodule
==> design/flow/run.sh <==
#!/bin/bash
# OpenROAD 26Q1-2900-gdf79404cd8, Yosys 0.63+post, stock flow scripts
make -C /OpenROAD-flow-scripts/flow DESIGN_CONFIG=/design/flow/config.mk WORK_HOME=/design/flow/orfs finish
==> design/flow/config.mk <==
export PLATFORM = sky130hd
export DESIGN_NAME = alu
export DESIGN_NICKNAME = alu
export VERILOG_FILES = /design/flow/design.v
export SDC_FILE = /design/flow/constraint.sdc
export NUM_CORES = 4
export LEC_CHECK = 1
export CORE_AREA = 10 10 94 94
export DIE_AREA = 0 0 104 104
==> design/flow/constraint.sdc <==
current_design alu

set clk_period 4.7
set clk_io_pct 0.2

create_clock -name clk0 -period $clk_period

set non_clock_inputs [all_inputs -no_clocks]
set_input_delay [expr $clk_period * $clk_io_pct] -clock clk0 $non_clock_inputs
set_output_delay [expr $clk_period * $clk_io_pct] -clock clk0 [all_outputs]
==> run notes <==
fresh numbers from the pnr run: critical path peak fanout=7, Power Total=between 150 and 200 uW, Core ar.=~6800 um^2, share of layout cells above drive strength 1=12.8%, post-synth top area cell=ha_1, first-pass GRT wire length=between 5000 and 6000 um, post-synthesis chip area from yosys=1210 um^2, # IOs=27, Synth Instances=165, Slew @ Worst Pin=roughly 0.33 ns, WL per Instance=approximately 12 um, port bufs=27, Setup crit end=result[6], critical-path cell list=clkdlybuf4s50_1 > nor3b_4 > buf_4 > nor2_1 > xnor2_1 > ha_1 > a21o_1 > a21o_1 > nand2_1 > mux2i_1 > a32oi_1 > clkdlybuf4s50_1, peak supply drop=between 0.02 and 0.03 mV, Cell Pwr Density=around 110 nW/um^2, largest net degree at the start of global routing=34, Mean Syn Cell Area=about 7.3 um^2, CP startpoint kind=primary input, Post-Layout Cell Count=~290, max incr delay on CP=roughly 0.49 ns, hold slack final=approximately 2.6 ns, Final ANT Viol Nets=0, post-synth cell types=around 42, Setup WS pre-CTS=0.00296 ns, initial DRC count=33, GRT Residual Overflow=0, synthesized cell area=around 1200 um^2, Critical Path Source=opcode[0], share of the synthesized area in the top cell type=around a quarter, WL final=~3400 um, status=finished, final reports clean, Yosys Instances=165, clock buf count=0, GRT Util Overall=approximately 6.2%, worst path required time=~3.8 ns, die area=roughly 11,000 um^2, worst min path class=primary input to primary output, cts hold-fix bufs=0, Flops=0, fmax=222 MHz, Die X=around 100 um, Slowest-stage cell, CP=clkdlybuf4s50_1, routed via count=between 1,000 and 1,500, fillers=between 700 and 800, yosys synthesis warning count=1, Initial Util=between 10% and 20%, Tcrit/Tclk final=between 90% and 100%, placed cell count=around 290, vias in the first global route=between 1,000 and 1,500, setup_tns=0 ns, Pre-antenna DRT Iters=4, initial antenna violation count=0, HPWL Detailed=approximately 2800 um, slew margin rel.=between 70 and 80%, row cnt=30, DRC errors left=0, Log Warnings=a little over 40, Reg area=0 um^2, Synth Seq Share=0%, GP Congestion=approximately 0.79, Leak=approximately 0.75 nW, Final min period=around 4.5 ns, Vias/cell=around 4.2, final setup fails=0, Area Overhead vs Synth=37.8%, worst setup margin=0.204 ns, Cell area leaders=ha_1, a21oi_1, xnor2_1, inv_1, nor2_1, Ant. Diodes=0, final slew viol count=0, number of hold violations in the final report=0, critical path class=primary input to primary output, die height=104 um, CP endpoint kind=primary output, logic area=1100 um^2, HP Start=opcode[1], max-cap violations=0, crit path DAT=3.56 ns
==> stage by stage <==
step,instance area [um^2],utilization [%]
floorplan,1210,-
global placement,1620,23.8
detailed placement,1620,23.8
CTS,1620,23.8
global route,1670,24.4
finish,1670,24.4
==> placed cells by master (no fill, tap or decap), types with 2 or more instances in the layout <==
cell	Yosys	final
xor2_1	3	3
xnor2_1	8	8
dlymetal6s2s_1	0	3
o211ai_1	2	2
nand2b_1	6	6
a31oi_2	1	2
buf_4	2	13
o22ai_1	2	2
mux2i_1	5	5
nor2_1	15	15
a21oi_1	18	17
inv_1	18	18
ha_1	24	23
nand2_1	9	9
nor3b_1	4	4
nand3_1	2	2
nor3_4	1	2
nor2b_1	3	3
o21ai_0	5	5
clkdlybuf4s50_1	0	24
a21o_1	4	4
a31oi_1	6	5
==> cells in the mapped netlist (2+ instances only) <==
cell type  instances
clkbuf_1           3
ha_1              24
nor3b_1            4
nand2_1            9
xnor2_1            8
o211ai_1           2
buf_4              2
buf_2              4
inv_1             18
a31oi_1            6
o21ai_0            5
xor2_1             3
a21oi_1           18
nand2b_1           6
a21o_1             4
mux2i_1            5
nand3_1            2
nor2_1            15
nor2b_1            3
o22ai_1            2
==> cells by family (layout without fill, tap and decap cells) <==
logic type	Yosys count	in the layout	share of synthesized area, %
buffers and inverters	28	58	10.4
AND/OR/NAND/NOR	45	45	21.2
multiplexers	7	7	6.94
adder cells (fa/ha/maj)	25	25	26.5
AND-OR/OR-AND	48	48	25.7
XOR/XNOR	12	12	9.32
==> where the power goes <==
group	switching [mW]	internal, mW
Combinational	0.0849	0.0988
Sequential	0	0
Clock	0	0
==> worst min path at each step <==
stage	end	depth (start not counted)
finish	result[7]	4
global route	result[7]	4
CTS	result[1]	4
==> timing repair <==
action                                  in CTS  in global routing
resized                                      0                  7
buffers inserted                             0                  2
endpoints found under the setup margin       0                  3
==> worst max-delay path: cells and delay by family <==
kind            cells  cell delay (ns)
compound gates      3             0.59
xor+xnor            1             0.12
fa+ha+maj           1             0.34
buf+inv             3             1.16
mux                 1             0.08
simple gates        3             0.33
==> layer usage <==
layer  up-vias  share of wire (%)  global-route usage (%)
met2        24                 47                    10.0
met3         2                6.9                    1.44
met1       549                 46                    8.70
met4         0               0.27                   0.298
li1        641                  -                       -
met5         -                  0                       0
==> cell type report <==
| type | count | area share [%] |
|---|---|---|
| Multi-Input combinational cell | 137 | 66.2 |
| Tap cell | 96 | 7.21 |
| Timing Repair Buffer | 40 | 22.5 |
| Inverter | 18 | 4.06 |
Power is estimated from default activity; no workload was simulated.
